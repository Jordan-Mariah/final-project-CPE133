<file path="design.v">
`timescale 1ns / 1ps
module REG_EIGHT(
    input FF_C,
    input FF_E, FF_CLK, FF_SET,
    input[7:0] FF_D,
    output logic[7:0] FF_Q
    );
    always_ff @(posedge FF_CLK)
    begin
        if(FF_E)
            FF_Q<=FF_D;
        else if(FF_C)
        FF_Q<=7'b0;
        else if(FF_SET)
        FF_Q<=7'b1;
    end
endmodule
</file>
<file path="run.sh">
#!/bin/bash
# OpenROAD 26Q1-2900-gdf79404cd8, Yosys 0.63+post, stock flow scripts
make -C /OpenROAD-flow-scripts/flow DESIGN_CONFIG=/design/flow/config.mk WORK_HOME=/design/flow/orfs finish
</file>
<file path="config.mk">
export PLATFORM = sky130hd
export DESIGN_NAME = REG_EIGHT
export DESIGN_NICKNAME = REG_EIGHT
export VERILOG_FILES = /design/flow/design.v
export SDC_FILE = /design/flow/constraint.sdc
export NUM_CORES = 4
export LEC_CHECK = 1
export CORE_AREA = 10 10 70 70
export DIE_AREA = 0 0 80 80
</file>
<file path="constraint.sdc">
current_design REG_EIGHT

set clk_period 2.0
set clk_io_pct 0.2

create_clock -name clk0 -period $clk_period [get_ports {FF_CLK}]

set non_clock_inputs [all_inputs -no_clocks]
set_input_delay [expr $clk_period * $clk_io_pct] -clock clk0 $non_clock_inputs
set_output_delay [expr $clk_period * $clk_io_pct] -clock clk0 [all_outputs]
</file>
==> results.txt <==
On the backend side, the flow ran end to end.

The run finished with clean final reports. The TritonCTS sink count stands at 8. The remaining routing DRC violations stands at 0.

In the log, the iteration count for the first detailed-route pass is 2. TritonCTS built the clock tree. Setup repair after global routing left no endpoint under its margin. Across the VDD grid, the largest voltage drop is 0.260 mV. The clock slew at the register clock pins of the worst setup and hold paths stands at 0.05 ns.

For this run the aggregate overflow at the end of global routing stands at 0. For reference, the most critical setup path is categorized as in -> reg. The number of antenna violations at the first check in global routing was 0. The final report gives the core utilization as 0.169. The synthesized design contains 8 enable-type register cells. The pre-placement core utilization stands at 0.0901. The number of distinct library cell variants in the gate-level netlist after synthesis stands at 5. The internal power of the cells totals 0.315 mW. The power per cell area stands at 647 nW/µm².

In the finished design, the share of the clock period the worst path needs comes to 0.757. The cell count after placement stands at 83. The total number of placement rows stands at 21. A synthesized cell averages 17.1 µm².

The via count of the first global-routing pass is 240. In this run the number of H-tree levels came out at 1. The number of gates given a new drive strength after cts stands at 0. The post-detailed-route wirelength per cell stands at 8.23 µm.

Summing all non-filler instances in the final layout gives an area of 578 µm². Per the synth stats, the flop cell with the highest instance count is sky130_fd_sc_hd__edfxtp_1. The final estimated routing congestion in global placement stands at 0.729. In this run the count of I/O pins placed on the die edge is 20. The cell count after synthesis came out at 18. The stage-log warning count stands at 25.

On the worst path, the slowest cell contributes a delay of 0.56 ns. Per the run summary, max-cap violations total 0. The number of register bits inferred by synthesis stands at 8. Of the post-synthesis cell area, the dominant cell type holds 0.780. The number of nets with antenna violations after detailed routing stands at 0. STA classifies the critical path startpoint as an input port. The power report attributes to the combinational group a share of 0.152. The main area contributors are sky130_fd_sc_hd__edfxtp_1, sky130_fd_sc_hd__and2_2, sky130_fd_sc_hd__or3_1, sky130_fd_sc_hd__o21ai_0, sky130_fd_sc_hd__nand2_1.

The slack of the critical path stands at 0.486 ns. Per the final report, max-transition violations number 0. The maximum number of pins on one net before global-route repair stands at 11. The final routed wirelength across all metal layers stands at 708 µm.

The total area inside the core boundary comes to 3420 µm². The required time at the worst endpoint is listed as 1.95 ns. Grouping stages by cell kind, the critical path spends the most delay in simple AND/OR/NAND/NOR gates.

The port buffer count stands at 19. The register with the most flip-flops in the layout has 8 of them. Counting flops with an async set or reset pin after synthesis yields a share of 0. The global-route usage over all layers stands at 0.0206.

The critical path's slowest stage uses the library cell sky130_fd_sc_hd__or3_1. The number of DRC markers after the initial detailed-route iteration stands at 3. The cell type that accounts for the most area after synthesis is sky130_fd_sc_hd__edfxtp_1. Counting the warning lines in the Yosys log gives 1. STA puts the critical path data arrival time at 1.46 ns. The proportion of power drawn by flip-flops and latches stands at 0.548. The maximum net fanout on the critical path stands at 10. Checking hold timing, the worst path is listed with class in -> reg. The final report lists a non-filler cell total of 86. The tree is rooted in a sky130_fd_sc_hd__clkbuf_4.

The switching portion of total power comes to 0.157. The final antenna diode count stands at 0. The actual slew at the worst max-slew pin stands at 0.299 ns. In this run the cell area of the synthesized design comes to 308 µm². The total cells reported by yosys after synthesis stands at 18. Summed over all failing endpoints, the final setup total negative slack is 0 ns. The die span in y stands at 80 µm.

The via total after detailed routing stands at 212. The stat command in Yosys gives a chip area of 308 µm². The buffer depth of the longest clock path stands at 2. The worst setup path is captured at a flip-flop. The first global-routing pass estimated 1010 µm of wire. Using the TritonRoute via totals, the vias-per-cell ratio works out to 2.47.

The floorplan die width stands at 80 µm. Buffers added to address setup during post-CTS repair amount to 0. The relative slew slack stands at 0.801.

In this run the cell area measured after placement is 556 µm². The end-of-flow timing check tallies setup violations at 0. The timing-limited maximum frequency stands at 661 MHz. The count of final hold-check violations stands at 0. The most common cell in the synthesized netlist is sky130_fd_sc_hd__edfxtp_1. The relative contribution of the clock network to total power stands at 0.300. The die area stands at 6400 µm². In this run, CTS created clock tree buffers numbering 3.

Together, buffers and inverters on the worst path number 1. In the final layout, the registers with the most flip-flops are FF_Q (8). The power dissipated by switching net loads stands at 0.0587 mW.

The analysis attributes to cell leakage a power of 0.203 nW. Ranked by flip-flop count, first place goes to FF_Q. The final critical path time including I/O delays and setup stands at 1.51 ns.

In this run the critical path is formed by clkdlybuf4s50_1 > or3_1. In the synthesized netlist, the cells that appear most often are sky130_fd_sc_hd__edfxtp_1, sky130_fd_sc_hd__and2_2, sky130_fd_sc_hd__nand2_1, sky130_fd_sc_hd__o21ai_0, sky130_fd_sc_hd__or3_1. In the final layout, the share of cells above drive strength 1 is 0.250. The share of the Yosys chip area taken by registers is 0.780. The post-placement setup slack stands at 0.220 ns.

From synthesis to final layout, the design area changed by 87.8%. Buffers inserted to repair hold after CTS numbered 0.
==> power by group through the flow <==
stage | registers (mW) | clock network [mW] | logic, mW
5_1_grt | 0.207 | 0.118 | 0.0624
4_1_cts | 0.205 | 0.117 | 0.0596
6_report | 0.205 | 0.112 | 0.0570
==> worst paths after layout <==
check / end / start / cells past startpoint / slack [ns]
setup / recovery: FF_Q[5]$_SDFFCE_PN0P_ / FF_E / 2 / 0.49
hold / removal: FF_Q[3]$_SDFFCE_PN0P_ / FF_D[3] / 2 / 0.83
==> metal layers <==
| layer | vias to the layer above | GRT usage | part of all wire |
|---|---|---|---|
| met1 | 91 | 0.0144 | 0.33 |
| met4 | 0 | 0.00704 | 0 |
| met5 | - | 0 | 0 |
| met2 | 12 | 0.0417 | 0.57 |
| met3 | 0 | 0.0125 | 0.10 |
| li1 | 109 | - | - |
==> cell families (layout without fill, tap and decap cells) <==
logic type | count (synthesis) | after routing | share of synthesized area
buffers and inverters | 0 | 22 | 0
and+or+nand+nor | 9 | 9 | 0.203
AOI/OAI and AO/OA | 1 | 1 | 0.0162
DFF | 8 | 8 | 0.780
==> per-stage QoR <==
step	total power [mW]	hold slack, ns
final	0.374	0.829
after global routing	0.387	0.840
after CTS	0.382	0.821
after detailed placement	0.268	1.08
after global placement	0.268	1.07
after floorplan	0.213	0.587
==> final cells by class <==
type                       instances  area (µm²)
fill                             404        2840
sequential                         8         240
timing repair buffer              19         190
multi-input combinational         10        67.6
tap                               46        57.6
clock buffer                       3        22.5
==> cells in the final DEF (no fill, tap or decap) <==
cell type / netlist / layout
sky130_fd_sc_hd__edfxtp_1: 8 / 8
sky130_fd_sc_hd__clkbuf_4: 0 / 3
sky130_fd_sc_hd__or3_1: 1 / 1
sky130_fd_sc_hd__nand2_1: 1 / 1
sky130_fd_sc_hd__and2_2: 7 / 7
sky130_fd_sc_hd__clkdlybuf4s50_1: 0 / 19
sky130_fd_sc_hd__o21ai_0: 1 / 1
Power is estimated from default activity; no workload was simulated.
