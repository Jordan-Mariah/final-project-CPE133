==> flow/design.v <==
`timescale 1ns / 1ps
module CLK_DIV_SR(
    input[3:0] SW_IN,
    output logic[32:0] VAL_OUT
    );
    always_comb
    begin
    if(SW_IN == 4'b0)
     VAL_OUT = {15'b0, 1'b1, 17'b0};
    else if(SW_IN == 4'b0001)
     VAL_OUT = {14'b0, 1'b1, 18'b0};
    else if(SW_IN == 4'b0010)
     VAL_OUT = {13'b0, 1'b1, 19'b0};
    else if(SW_IN == 4'b0011)
     VAL_OUT = {12'b0, 1'b1, 20'b0};
    else if(SW_IN == 4'b0100)
     VAL_OUT = {11'b0, 1'b1, 21'b0};
    else if(SW_IN == 4'b0101)
     VAL_OUT = {10'b0, 1'b1, 22'b0};
    else if(SW_IN == 4'b0110)
     VAL_OUT = {9'b0, 1'b1, 23'b0};
    else if(SW_IN == 4'b0111)
     VAL_OUT = {8'b0, 1'b1, 24'b0};
    else if(SW_IN == 4'b1000)
     VAL_OUT = {7'b0, 1'b1, 25'b0};
    else if(SW_IN == 4'b1001)
     VAL_OUT = {6'b0, 1'b1, 26'b0};
    else if(SW_IN == 4'b1010)
     VAL_OUT = {5'b0, 1'b1, 27'b0};
    else if(SW_IN == 4'b1011)
     VAL_OUT = {4'b0, 1'b1, 28'b0};
    else if(SW_IN == 4'b1100)
     VAL_OUT = {3'b0, 1'b1, 29'b0};
    else if(SW_IN == 4'b1101)
     VAL_OUT = {2'b0, 1'b1, 30'b0};
    else if(SW_IN == 4'b1110)
     VAL_OUT = {1'b0, 1'b1, 31'b0};
    else
     VAL_OUT = {1'b1, 32'b0};
 end 
 endmodule
`timescale 1ns / 1ps
module CLK_DIV_TOP(
    input[3:0] CLK_DIV_SW,
    input DIV_MASTER_CLK,
    output STAB_CLK
    );
    logic[32:0] MAXIMUM;
    CLK_DIV_SR DRIVER (.SW_IN(CLK_DIV_SW), .VAL_OUT(MAXIMUM));
    VAR_CLK_DIV DIVIDER (.DIV_CLK(DIV_MASTER_CLK), .MAX_VAL(MAXIMUM), .STAB_RATE_OUT(STAB_CLK));
endmodule
`timescale 1ns / 1ps
module VAR_CLK_DIV(
    input DIV_CLK,
    input [32:0] MAX_VAL,
    output logic STAB_RATE_OUT = 0  
    );
    logic[32:0] CNT = 0;
    always_ff @(posedge DIV_CLK)
    begin
    CNT += 1'b1;
    if(CNT == MAX_VAL)
    begin
    CNT = 0;
    STAB_RATE_OUT  = ~STAB_RATE_OUT;
    end
    end
endmodule
==> flow/run.sh <==
#!/bin/bash
# OpenROAD 26Q1-2900-gdf79404cd8, Yosys 0.63+post, stock flow scripts
make -C /OpenROAD-flow-scripts/flow DESIGN_CONFIG=/design/flow/config.mk WORK_HOME=/design/flow/orfs finish
==> flow/config.mk <==
export PLATFORM = sky130hd
export DESIGN_NAME = CLK_DIV_TOP
export DESIGN_NICKNAME = CLK_DIV_TOP
export VERILOG_FILES = /design/flow/design.v
export SDC_FILE = /design/flow/constraint.sdc
export NUM_CORES = 4
export LEC_CHECK = 1
export CORE_UTILIZATION = 40
==> flow/constraint.sdc <==
current_design CLK_DIV_TOP

set clk_period 7.0
set clk_io_pct 0.2

create_clock -name clk0 -period $clk_period [get_ports {DIV_MASTER_CLK}]

set non_clock_inputs [all_inputs -no_clocks]
set_input_delay [expr $clk_period * $clk_io_pct] -clock clk0 $non_clock_inputs
set_output_delay [expr $clk_period * $clk_io_pct] -clock clk0 [all_outputs]
==> flow_summary_export.csv <==
group,metric,value,unit
outcome,status,"completed",
synth,synthFlopType,"dfxtp_1",
timing,fmax,0.220,GHz
cts,cts_buffers,5,
die,chipArea,0.00612,mm2
die,die_h,78.2,um
die,num_rows,27,
pwr,p_leak,0.921,nW
timing,finClkSkew,0.00629,ns
die,die_w,78.2,um
global_route,grt_first_pass_wirelength,7.98,mm
timing,worst_pin_slew,0.942,ns
final_layout,fin_area,0.00245,mm2
synth,synth-edff-count,1,
routing,n_antenna_cell,0,
die,fp-utilization,42.0,%
timing,rsz0062_at_grt,"false",
synth,area_leaders,"dfxtp_1 (28%), xnor2_1 (12%), a21oi_1 (4.1%)",
routing,viasPerCell,5.50,
critical_path,slowest_delay,0.90,ns
critical_path,end_kind,"flip-flop",
pwr,power.density,154,mW/mm2
final_layout,fillCellCount,543,
synth,ys_ff,34,
global_route,gr-usage-met1,28.1,%
synth,synth.avg_cell_area,8.55,um2
die,coreArea,0.00554,mm2
critical_path,cp.arrival,4.68,ns
critical_path,crit_type,"flip-flop to flip-flop",
place,hpwl,3.39,mm
routing,first_pass_iters,4,
final_layout,final_cell_mix,"dfxtp_1 (33), xnor2_1 (33), nor2_1 (19), a21oi_1 (19), nand2_1 (17)",
global_route,grt_max_degree,20,
global_route,top_usage_layer,"met1",
synth,netlist_area,0.00232,mm2
cts,cts_sinks,34,
cts,cts_buffer_depth,2,
place,gp_congestion,0.906,
timing,slew_violations,0,
final_layout,logic_area,0.00146,mm2
timing,period_minus_slack,4.56,ns
routing,totalWireLength,4.80,mm
pwr,ir_worst_vdd,0.110,mV
synth,yosysSeqAreaShare,29.7,%
critical_path,cpMaxStageDelayCell,"nor4b_4",
final_layout,finish.utilization,44.2,%
cts,cts_hold_buffers,0,
global_route,grt_pass1_vias,1596,
timing,setup_viol,0,
timing,min_period_over_period,65.1,%
synth,yosysChipArea,0.00232,mm2
critical_path,cp_max_fo,18,
synth,synth_warnings,2,
timing,fin_tns_setup,0,ns
final_layout,syn2layout_area_growth,5.33,%
run,drv_cap,0,
cts,post_cts_buffers,0,
final_layout,regArea,691,um2
global_route,grt_overflow,0,
routing,num_vias,1865,
timing,slew_headroom,36.9,%
hold_path,hold_path_class,"flip-flop to flip-flop",
global_route,met3_usage,2.36,%
routing,drtIter0Drc,103,
synth,yosysUniqueCellTypes,55,
cts,cts_root_buf,"clkbuf_8",
run,warnings,26,
cts,insertion_delay,0.28,ns
die,io_pins,6,
place,numPortBuffers,5,
final_layout,layout-drive-gt1-share,10.5,%
critical_path,cp.required,7.13,ns
cts,cts_tree,"built",
synth,yosysCellCount,272,
global_route,antenna_found_initial,0,
synth,syn_inst,272,
routing,post_drt_wl_per_cell,14.2,um
critical_path,path_cells,"ha_1 -> nand3_1 -> or4_2 -> nor4_1 -> mux2_2 -> o21ai_0 -> o221ai_1 -> nor4b_4 -> a21boi_0",
global_route,grt_util_met2,23.6,%
critical_path,cp-start-kind,"flip-flop",
routing,drtAntennaViolNets,0,
cts,cts-htree-levels,2,
timing,hold_viol,0,
global_route,grt_usage,16.8,%
pwr,total_power,377,uW
routing,drc_errors,0,
synth,largest_area_cell,"dfxtp_1",
place,place_area,0.00234,mm2
cts,clkTransAtPathRegs,0.06,ns
synth,yosys.area.top_type_share,28.4,%
cts,ctsResizeCount,0,
synth,synthArstFlopShare,0,%
[final cells by class]
type / count / share of cell area [%]
multi-input combinational: 209 / 59.6
sequential: 34 / 28.2
clock buffer: 8 / 4.50
tap: 72 / 3.68
timing repair buffer: 7 / 2.66
inverter: 9 / 1.38
[state kept, by name (all words and copies together) (netlist names)]
signal / cells
DIVIDER.STAB_RATE_OUT: 1
DIVIDER.CNT: 33
[power breakdown]
| group | leakage [nW] | switching, mW | internal [mW] | total, mW |
|---|---|---|---|---|
| logic | 0.584 | 0.00787 | 0.00608 | 0.0140 |
| registers | 0.280 | 0 | 0.194 | 0.194 |
| clock network | 0.0575 | 0.0693 | 0.0993 | 0.169 |
| total | 0.921 | 0.0772 | 0.300 | 0.377 |
[cell families after synthesis]
kind of cell	Yosys count	share of synthesized area, %
simple gates	114	28.5
compound gates	44	12.6
xor+xnor	42	17.3
flops	34	29.7
buf+inv	29	7.53
mux	7	3.23
fa+ha+maj	2	1.08
[metrics by stage]
stage                     hold slack [ns]  instances  setup WS, ns
after floorplan                     0.486        272          3.36
after global placement              0.515        331          2.23
after detailed placement            0.522        331          2.18
after CTS                           0.535        339          2.43
after global routing                0.553        339          2.19
final                               0.532        339          2.44
[cell usage after synthesis, types with 2 or more instances]
library cell and instances:
a32oi_1 2, mux2_2 4, nand2_1 17, xnor2_1 33, clkbuf_1 5, o22ai_1 2
dfxtp_1 33, clkbuf_2 2, xor2_1 7, mux2i_1 3, and3_2 2, a31oi_1 3
o21ai_0 3, o31ai_1 3, nor4b_1 2, ha_1 2, or2_2 3, buf_6 3
nor2_1 19, nand4_1 9, nand3_1 14, buf_4 5, and4_2 2, or3_1 2
buf_2 3, and3_1 10, or4_1 3, inv_1 9, a21oi_1 19, nor4_1 7
a311oi_1 3, xnor3_4 2, nand2b_1 4, nor3_1 10, and4_1 2
[path summary, 6_finish.rpt]
path	start	slack, ns	to	cells past startpoint
min reg2reg	DIVIDER.CNT[5]$_SDFF_PN0_	0.53	DIVIDER.CNT[5]$_SDFF_PN0_	1
max	DIVIDER.CNT[0]$_SDFF_PN0_	2.44	DIVIDER.CNT[1]$_SDFF_PN0_	9
min	DIVIDER.CNT[5]$_SDFF_PN0_	0.53	DIVIDER.CNT[5]$_SDFF_PN0_	1
max reg2reg	DIVIDER.CNT[0]$_SDFF_PN0_	2.44	DIVIDER.CNT[1]$_SDFF_PN0_	9
[critical path: cells and delay by family (launching register included)]
family / cells / cell delay (ns)
fa+ha+maj: 1 / 0.34
simple gates: 4 / 2.68
mux: 1 / 0.41
compound gates: 3 / 0.50
flops: 1 / 0.46
[per-layer routing]
layer  vias up  routed length [um]
li1        977                   -
met1       859                2610
met2        24                1960
met3         5                 184
met4         0                  53
met5         -                   0
Power is estimated from default activity; no workload was simulated.
