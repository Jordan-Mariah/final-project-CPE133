<file path="design.v">
`timescale 1ns / 1ps
module FSM(
    input thrsh,
    input rndbt,
    input clk,
    output logic h,
    output logic l
    );
  typedef enum{STA, STB, STC, STD, STE, STF, STG, STH, STL1, STL2, STL3, STL4, STL5, STH1, STH2, STH3, STH4 }STATES;
    STATES NS, PS;
    always_ff @ (posedge clk)
        begin
            PS <= NS;
        end
    always_comb
        begin
        h = 0; 
        l = 0;
        case (PS)
         STA:
            begin
            h = 0;
            l = 0;
            NS = STB;
            end
        STB:  
            begin
            h = 0;
            l = 0;
            NS = STC;
            end
         STC:
            begin
            h = 0;
            l = 0;
            if (thrsh == 0)
                begin
                NS = STL1;
                end
            else
                begin
                NS = STD;
                end
           end
         STD:
            begin
            h = 0;
            l = 0;
            NS = STE;
            end
          STE:
                begin
                h = 0;
                l = 0;
                if (rndbt == 0)
                    begin
                    NS = STF;
                    end
                else
                    begin
                    NS = STH2;
                    end
               end 
          STF:
                begin
                h = 0;
                l = 0;
                if (rndbt == 0)
                    begin
                    NS = STG;
                    end
                else
                    begin
                    NS = STH3;
                    end
                end
          STG:
                begin
                h = 0;
                l = 0;
                if (rndbt == 0)
                    begin
                    NS = STH;
                    end
                else
                    begin
                    NS = STH4;
                    end
                end
        STH:
             begin
                h = 0;
                l = 1;
                NS = STA;
             end
        STL1:
            begin
            h = 0;
            l = 0;
            if (rndbt == 0)
                begin
                NS = STL2;
                end
            else
                begin
                NS = STH1;
                end
           end
        STL2:
            begin
            h = 0;
            l = 0;
            if (rndbt == 0)
                begin
                NS = STL3;
                end
            else
                begin
                NS = STH2;
                end
           end
        STL3:
            begin
            h = 0;
            l = 0;
            if (rndbt == 0)
                begin
                NS = STL4;
                end
            else
                begin
                NS = STH3;
                end
           end 
       STL4:
            begin
            h = 0;
            l = 0;
            if (rndbt == 0)
                begin
                NS = STL5;
                end
            else
                begin
                NS = STH4;
                end
            end 
       STL5:
            begin
            h = 0;
            l = 0;
            NS = STA;
            end 
        STH1:
            begin
            h = 0;
            l = 0;
            NS = STH2;
            end
        STH2:
            begin
            h = 0;
            l = 0;
            NS = STH3;
            end
         STH3:
            begin
            h = 0;
            l = 0;
            NS = STH4;
            end
         STH4:
            begin
            h = 1;
            l = 0;
            NS = STA;
            end
         default:
            NS = STA;
    endcase
    end
endmodule
</file>
<file path="run.sh">
#!/bin/bash
# OpenROAD 26Q1-2900-gdf79404cd8, Yosys 0.63+post, stock flow scripts
make -C /OpenROAD-flow-scripts/flow DESIGN_CONFIG=/design/flow/config.mk WORK_HOME=/design/flow/orfs finish
</file>
<file path="config.mk">
export PLATFORM = sky130hd
export DESIGN_NAME = FSM
export DESIGN_NICKNAME = FSM
export VERILOG_FILES = /design/flow/design.v
export SDC_FILE = /design/flow/constraint.sdc
export NUM_CORES = 4
export LEC_CHECK = 1
export CORE_AREA = 10 10 70 70
export DIE_AREA = 0 0 80 80
</file>
<file path="constraint.sdc">
current_design FSM

set clk_period 2.2
set clk_io_pct 0.2

create_clock -name clk0 -period $clk_period [get_ports {clk}]

set non_clock_inputs [all_inputs -no_clocks]
set_input_delay [expr $clk_period * $clk_io_pct] -clock clk0 $non_clock_inputs
set_output_delay [expr $clk_period * $clk_io_pct] -clock clk0 [all_outputs]
</file>
==> run summary <==
Final antenna-violating net count - 0
CP cell instances - nand2b_1, nor3_2, clkdlybuf4s50_1
Mapped Area - 374 µm²
# diodes - 0
Worst path top cell family by delay - buffers and inverters
Hold Crit Class - flop to flop
Num CTS Buffers - 3
Worst path buffer plus inverter count - 1
Met2 Wirelength - 280 µm
Finished layout cell area - 463 µm²
Largest net degree at the start of global routing - 14
Ports - 5
Top layer used by detailed routing - met3
Biggest regs - PS: 5 flops
Metal3 WL - 83 µm
Crit Path Max Fanout - 13
Area leader share - 26.8%
Slowest-stage cell, CP - clkdlybuf4s50_1
Reg2Reg Depth - 3
Reg2reg setup slack - 0.94 ns
Final WL - 752 µm
Synth Area in Compound Gates - 29.1%
Final setup viols - 0
Max-slew headroom at the worst pin - 74.4%
WP data arrival - 1.55 ns
Root Driver - clkbuf_4
H-Tree Level Count - 1
Largest area contributor in the netlist - dfxtp_1
Setup_tns - 0 ns
Syn Inst Count - 48
Unique masters post-synth - 27
Synth warnings - 1
DR vias/cell - 3.58
Register share after synthesis - 26.8%
EDFF count, synth - 0
Reg-to-Reg Start - PS[3]
Primary FF master, synth - dfxtp_1
Synth-to-Final Area Change - 23.7%
R2r endpoint - PS[0]
Routed len/inst - 7.75 µm
Max Clock Freq - 503 MHz
Top cells, area - dfxtp_1 (27%), a21oi_1 (9.4%), a221oi_2 (4.0%), nand2_1 (4.0%), nand3b_1 (4.0%)
Count leader, synth - a21oi_1
Pre-antenna DRT Iters - 4
Global route overflow - 0
Tcrit/Tclk final - 90.3%
Yosys simple share - 31.8%
DR vias - 347
Leakage Power - 0.149 nW
Clk sinks - 5
First-pass GRT wire length - 1.27 mm
CP peak stage delay - 0.49 ns
Initial antenna violation count - 0
Yosys Instances - 48
Synthesis area per yosys - 374 µm²
Clock latency (worst-skew pair) - 0.24 ns
Top cells by count - a21oi_1 (7), dfxtp_1 (5), nand2_1 (4), nor2_1 (4)
Tool Warnings - 25
Hold Path Origin - PS[4]
Unrepaired setup endpoints after global routing - false
TritonCTS clock tree - built
Hold endpoint - PS[0]
Max Cap Violations - 0
Pwr dens - 1380 mW/mm²
Cell Rows - 21
Die W - 80 µm
# DRC - 0
Mean Syn Cell Area - 7.79 µm²
Core Density at Floorplan - 11.0%
Share of cells above drive strength 1 - 19.6%
M1 wire length - 388 µm
Slew Limit Fails - 0
Overall Power - 637 µW
Resized Gates After CTS - 0
Final-report hold violation count - 0
Setup Fix Bufs, Post-CTS - 0
Port Buf Inserts - 4
Total die size - 0.00640 mm²
DP Area - 429 µm²
Post-synth ARST share - 0%
Largest register FFs - 5
Hold_buf cts - 0
Crit start category - flop
CP Class - flop to output port
Main logic family - simple AND/OR/NAND/NOR gates
Final worst path period need - 1.99 ns
Final HPWL DP - 542 µm
DRT iter0 DRCs - 32
Core area - 0.00342 mm²
Max IR drop VDD - 0.424 mV
Mux frac, synth - 0%
Yosys reg bits - 5
Top reg by flops - PS
Die height - 80 µm
GRT Overall Usage - 2.39%
Hold path depth - 1
Critical path endpoint category - output port
Crit path DRT - 1.76 ns
Least-Margin Pin Slew - 0.384 ns
FA/HA/MAJ Cells, Area Fraction - 0%
Status - finished, final reports clean
XOR/XNOR share of the synthesized area - 0%
Final Skew - 0.00318 ns
Gpl congestion - 0.817
Number of global-route vias before repair - 272
Maximum clock path buffer count - 2
Clock slew at reported path FFs - 0.04 ns
[cell families after synthesis]
family	after synthesis
compound gates	16
buf+inv	6
simple gates	21
flops	5
[final cells by class]
cell class                 instances  area, µm²
tap                               46       57.6
inverter                           1       3.75
timing repair buffer               4       40.0
fill                             404       2950
multi-input combinational         37        233
clock buffer                       4       26.3
sequential                         5        103
[report_power, final]
part	leakage, nW	internal (mW)	switching, mW
logic	0.0923	0.150	0.119
registers	0.0420	0.144	0.121
clock network	0.0150	0.0684	0.0352
total	0.149	0.362	0.275
[worst max path at each step]
| stage | from | cells past startpoint | end |
|---|---|---|---|
| 6_report | PS[3] | 3 | l |
| 5_1_grt | PS[3] | 3 | l |
| 4_1_cts | PS[2] | 3 | l |
[metrics by stage]
step / instances / utilization, % / setup WS [ns] / hold slack (ns)
after global placement: 93 / 12.6 / 0.371 / 0.532
after global routing: 97 / 13.6 / 0.0946 / 0.575
after detailed placement: 93 / 12.6 / 0.367 / 0.522
after floorplan: 48 / - / 1.01 / 0.481
final: 97 / 13.6 / 0.213 / 0.546
after CTS: 97 / 13.3 / 0.0873 / 0.533
[placed cells by master (no fill, tap or decap), drive strengths merged, types with 3 or more instances in the layout]
cell,count
a21oi,7
nand2,4
nor2,4
o21ai,3
clkbuf,4
dfxtp,5
clkdlybuf4s50,4
[per-layer routing]
layer / GRT usage (%) / vias up
met4: 0.352 / 0
met3: 1.70 / 0
met5: 0 / -
met1: 3.66 / 158
li1: - / 179
met2: 2.49 / 10
No activity file was given, so power comes from the tool's default toggle rates.
